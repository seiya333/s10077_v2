`design/flow/design.v`:
```
module uart_tx #(
    parameter clk_divide = 234,  
    localparam clk_divide_len = $clog2(clk_divide)
) (
    input wire CLK,
    input wire START,
    input wire RST,
    input wire [7:0] TX_DATA_IN,
    input wire RX_CHECK,
    output wire TX,
    output wire TX_ACTIVE,
    output logic TX_FLAG             
);
    enum bit [2:0] {
        TX_IDLE = 3'b000,
        TX_START = 3'b001,
        TX_DATA = 3'b010,
        TX_STOP = 3'b011,
        TX_DONE = 3'b100
    } tx_state, tx_next_state;
    logic [clk_divide_len-1:0] clk_div_reg,clk_div_next;  
    logic [7:0] tx_data_reg, tx_data_next;  
    logic tx_out_reg,tx_out_next;  
    logic [2:0] index_bit_reg,index_bit_next;  
    logic pre_start;
    logic tx_flag_reg, tx_flag_next;  
    assign TX_ACTIVE = (tx_state == TX_DATA);  
    assign TX = tx_out_reg;
    assign TX_FLAG = tx_flag_reg;
    always_ff @(posedge CLK) begin
        pre_start <= START;
        if (~RST) begin
            tx_state <= TX_IDLE;
            clk_div_reg <= 0;
            tx_data_reg <= 0;
            tx_out_reg <= 1;
            index_bit_reg <= 0;
            tx_flag_reg <= 0;
        end else begin
            tx_state <= tx_next_state;
            clk_div_reg <= clk_div_next;
            tx_data_reg <= tx_data_next;
            tx_out_reg <= tx_out_next;
            index_bit_reg <= index_bit_next;
            tx_flag_reg <= tx_flag_next;
        end
    end
    always @(*) begin
        tx_next_state = tx_state;
        clk_div_next = clk_div_reg;
        tx_data_next = tx_data_reg;
        tx_out_next = tx_out_reg;
        index_bit_next = index_bit_reg;
        tx_flag_next = tx_flag_reg;
        case (tx_state)
            TX_IDLE: begin
                tx_out_next = 1;             
                clk_div_next = 0;            
                index_bit_next = 0;          
                tx_flag_next = 0;            
                if (START == 1 && pre_start==0) begin
                    tx_data_next = TX_DATA_IN;  
                    tx_next_state = TX_START;
                end
            end 
            TX_START: begin
                tx_out_next = 0;             
                if (clk_div_reg < clk_divide-1) begin
                    clk_div_next = clk_div_reg + 1'b1;
                    tx_next_state = TX_START;
                end else begin
                    clk_div_next = 0;
                    tx_next_state = TX_DATA;
                end
            end
            TX_DATA: begin
                tx_out_next = tx_data_reg[index_bit_reg];  
                if (clk_div_reg < clk_divide-1) begin
                    clk_div_next = clk_div_reg + 1'b1;
                    tx_next_state = TX_DATA;
                end else begin
                    clk_div_next = 0;
                    if (index_bit_reg == 7) begin
                        index_bit_next = 0;
                        tx_next_state = TX_STOP;
                    end else begin
                        index_bit_next = index_bit_reg + 1'b1;
                        tx_next_state = TX_DATA;
                    end
                end
            end
            TX_STOP: begin
                tx_out_next = 1;             
                if (clk_div_reg < clk_divide-1) begin
                    clk_div_next = clk_div_reg + 1'b1;
                    tx_next_state = TX_STOP;
                end else begin
                    clk_div_next = 0;
                    tx_flag_next =1;
                    tx_next_state = TX_DONE;
                end
            end
            TX_DONE: begin
                tx_flag_next = 0;           
                tx_next_state = TX_IDLE;
            end
            default: tx_next_state = TX_IDLE;
        endcase
    end
endmodule
```
`design/flow/run.sh`:
```
#!/bin/bash
# OpenROAD 26Q1-2900-gdf79404cd8, Yosys 0.63+post, stock flow scripts
make -C /OpenROAD-flow-scripts/flow DESIGN_CONFIG=/design/flow/config.mk WORK_HOME=/design/flow/orfs finish
```
`design/flow/config.mk`:
```
export PLATFORM = sky130hd
export DESIGN_NAME = uart_tx
export DESIGN_NICKNAME = uart_tx
export VERILOG_FILES = /design/flow/design.v
export SDC_FILE = /design/flow/constraint.sdc
export NUM_CORES = 4
export LEC_CHECK = 1
export CORE_AREA = 10 10 102 102
export DIE_AREA = 0 0 112 112
```
`design/flow/constraint.sdc`:
```
current_design uart_tx

set clk_period 4.0
set clk_io_pct 0.2

create_clock -name clk0 -period $clk_period [get_ports {CLK}]

set non_clock_inputs [all_inputs -no_clocks]
set_input_delay [expr $clk_period * $clk_io_pct] -clock clk0 $non_clock_inputs
set_output_delay [expr $clk_period * $clk_io_pct] -clock clk0 [all_outputs]
```
==> results.py <==
# Flow results
metrics = {
    "route": {
        "diodes": 0,
        "wl_mm": 2.63,
        "firstDrtPassIters": 4,
        "vias_per_cell": 3.97,
        "route.detailed.drc": 0,
        "wl_per_cell_microns": 10.2,
        "antenna_left": 0,
        "vias": 1025,
        "drt_iter0_drc": 66,
    },
    "min_path": {
        "hold_path_class": "flip-flop to flip-flop",
        "whs_path_depth": 1,
        "min_to": "tx_state[0]",
        "holdCritStartpoint": "tx_state[1]",
    },
    "logic_synthesis": {
        "syn-mean-instance-area_sq_um": 9.14,
        "yosysTopAreaCellShare": 0.413,
        "synth.most_common_cell": "dfxtp_1",
        "flop_cell": "dfxtp_1",
        "common_cells": "dfxtp_1 (27), nand2_1 (14), nor2_1 (14)",
        "synthTopCellsByArea": "dfxtp_1 (41%), mux2i_1 (8.4%), o211ai_1 (5.2%)",
        "postSynthCellCount": 143,
        "ys_ff": 27,
        "ys_cells": 143,
        "ys_warn_count": 1,
        "enable_flop_cells": 0,
        "synth_top_cell_by_area": "dfxtp_1",
        "async_flop_share": 0,
        "yosys.cell_types.count": 35,
        "ys_seq_frac": 0.413,
        "synth.cell_area_sq_um": 1310,
        "synth-area-yosys_sq_um": 1310,
    },
    "clock_network": {
        "tritoncts": "built",
        "ctsResizeCount": 0,
        "cts.sinks": 27,
        "clock_path_buffers": 2,
        "post_cts_buffers": 0,
        "root_buffer": "clkbuf_8",
        "clkTransAtPathRegs_ns": 0.10,
        "cts_made_buffers": 3,
        "h-tree-depth": 1,
        "hold_buffers": 0,
        "clock_latency_ns": 0.28,
    },
    "worst_setup_path": {
        "critPathLaunchType": "input port",
        "crit_required_ns": 4.19,
        "worstPathMaxFanout": 15,
        "arrival_ns": 2.57,
        "reg2reg_depth": 6,
        "critPathCaptureType": "flip-flop",
        "crit_type": "input port to flip-flop",
        "reg2reg_to": "tx_state[4]",
        "reg2reg_setup_slack_ns": 2.31,
        "rr_startpoint": "clk_div_reg[0]",
    },
    "job": {
        "warning_count": 27,
        "drv_cap": 0,
    },
    "finish": {
        "fillers": 895,
        "syn_to_final_growth_pct": 20.9,
        "drive_gt1_frac": 0.0719,
    },
    "power": {
        "power_density_nw_per_um2": 306,
        "p_int_uw": 368,
        "finalPower_uw": 484,
        "clockPowerShare": 0.344,
        "combPwrFrac": 0.077,
        "switching_share": 0.239,
        "leakage_uw": 0.000530,
        "ir_worst_vdd_uv": 164,
        "p_sw_uw": 116,
        "seqPwrFrac": 0.579,
    },
    "place": {
        "io_buffer_count": 13,
        "dp_hpwl_mm": 1.91,
        "gp_congestion": 0.791,
    },
    "final_timing": {
        "rsz0062_at_grt": "no",
        "tns_ns": 0,
        "finalCritPeriodShare": 0.596,
        "max_freq_mhz": 420,
        "finalHoldViolations": 0,
        "fin_crit_ns": 2.38,
        "maxSlewViolCount": 0,
        "finalSetupViolCount": 0,
        "worst_slew_pin_slew_ns": 0.575,
        "whs_ns": 0.482,
        "slew-limit-headroom": 0.615,
        "skew_ns": 0.00327,
    },
    "outcome": {
        "status": "finished, final reports clean",
    },
    "floorplanning": {
        "core-area_sq_um": 8220,
        "dieArea_sq_um": 12500,
        "fp_util": 0.159,
        "placementRows": 33,
        "die_w_microns": 112,
        "die_h_microns": 112,
        "pin_count": 15,
    },
    "grt": {
        "grt_pass1_wl_mm": 4.65,
        "antenna_found_initial": 0,
        "overflow": 0,
        "track_usage": 0.0421,
        "grt_pass1_vias": 955,
        "grt_start_max_net_pins": 18,
    },
}
[kinds of logic after synthesis]
kind of cell / Yosys count / synth area share
AND/OR/NAND/NOR: 58 / 0.227
adder cells (fa/ha/maj): 4 / 0.0383
flip-flops: 27 / 0.413
buffers and inverters: 13 / 0.0469
AND-OR/OR-AND: 28 / 0.156
multiplexers: 13 / 0.119
[per-layer routing]
layer / GRT usage / share of wire / vias up
met5: 0 / 0 / -
met4: 0.00169 / 0 / 0
met3: 0.0163 / 0.059 / 0
met2: 0.0602 / 0.44 / 14
met1: 0.0616 / 0.50 / 469
li1: - / - / 542
[stage by stage]
| stage | cells | util | worst slack [ns] | instance area [sq um] |
|---|---|---|---|---|
| finish | 258 | 0.192 | 1.62 | 1580 |
| global route | 258 | 0.192 | 1.45 | 1580 |
| CTS | 258 | 0.192 | 1.61 | 1580 |
| detailed placement | 254 | 0.186 | 1.32 | 1530 |
| global placement | 254 | 0.186 | 1.32 | 1530 |
| floorplan | 143 | - | 2.51 | 1310 |
[critical path, stage by stage]
cell             delay [ns]
clkdlybuf4s50_1        0.77
inv_1                  0.37
nor3_2                 0.44
nand2_1                0.10
o311ai_1               0.09
[final cells by class]
type	instances	area, sq um	share of cell area
inverter	6	22.5	0.0143
multi-input combinational	103	706	0.447
sequential	27	541	0.342
clock inverter	1	8.76	0.00554
clock buffer	3	41.3	0.0261
timing repair buffer	13	130	0.0823
tap	105	131	0.0831
[power groups by stage]
| stage | combinational, uW | sequential, uW | clock (uW) |
|---|---|---|---|
| 5_1_grt | 41.8 | 281 | 188 |
| 4_1_cts | 37.5 | 281 | 175 |
| 6_report | 37.2 | 280 | 166 |
[how the worst max path moves through the flow]
stage,start,end,depth (start not counted)
4_1_cts,RST,clk_div_reg[2],5
5_1_grt,RST,clk_div_reg[2],5
6_report,RST,clk_div_reg[2],5
[cells in the final DEF, fill, tap and decap left out, types with 3 or more instances in the layout]
master,netlist,layout
dfxtp_1,27,27
clkbuf_8,0,3
nand3b_1,5,5
clkdlybuf4s50_1,0,13
a21oi_1,3,3
or3_1,4,4
ha_1,4,4
inv_1,6,6
o211ai_1,9,9
o21ai_0,5,5
nand3_1,10,10
nor2_1,14,14
nand2_1,14,14
nand2b_1,3,3
mux2i_1,11,11
Power figures rest on the tool's default switching activity, not on a simulated workload.

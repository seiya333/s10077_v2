==> flow/run.sh <==
#!/bin/bash
# OpenROAD 26Q1-2900-gdf79404cd8, Yosys 0.63+post, stock flow scripts
make -C /OpenROAD-flow-scripts/flow DESIGN_CONFIG=/design/flow/config.mk WORK_HOME=/design/flow/orfs finish
==> flow/config.mk <==
export PLATFORM = sky130hd
export DESIGN_NAME = uart_rx
export DESIGN_NICKNAME = uart_rx
export VERILOG_FILES = /design/flow/design.v
export SDC_FILE = /design/flow/constraint.sdc
export NUM_CORES = 4
export LEC_CHECK = 1
export CORE_AREA = 10 10 101 101
export DIE_AREA = 0 0 111 111
==> flow/constraint.sdc <==
current_design uart_rx

set clk_period 3.4
set clk_io_pct 0.2

create_clock -name clk0 -period $clk_period [get_ports {CLK}]

set non_clock_inputs [all_inputs -no_clocks]
set_input_delay [expr $clk_period * $clk_io_pct] -clock clk0 $non_clock_inputs
set_output_delay [expr $clk_period * $clk_io_pct] -clock clk0 [all_outputs]
==> flow/design.v <==
module uart_rx #(
    parameter clk_divide = 234,
    parameter clk_divide_len = $clog2(clk_divide),
    parameter half_clk_divide = int'(clk_divide/2)
) (
    input wire CLK,
    input wire RST,
    input wire RX,
    output wire [7:0] RX_DATA_OUT,
    output wire RX_CHECK
);
    enum bit [2:0] {
        RX_IDLE = 3'b000,
        RX_START = 3'b001,
        RX_DATA = 3'b010,
        RX_STOP = 3'b011,
        RX_DONE = 3'b100
    } rx_state, rx_next_state;
    logic [clk_divide_len-1:0] clk_div_reg,clk_div_next;
    logic [7:0] rx_data_reg, rx_data_next;
    logic [2:0] index_bit_reg,index_bit_next;
    logic transmission_flag, transmission_flag_next;
    always_ff @(posedge CLK) begin
        if (~RST) begin
            rx_state <= RX_IDLE;
            clk_div_reg <= 0;
            rx_data_reg <= 0;
            transmission_flag <= 0;
        end else begin
            rx_state <= rx_next_state;
            clk_div_reg <= clk_div_next;
            rx_data_reg <= rx_data_next;
            index_bit_reg <= index_bit_next;
            transmission_flag <= transmission_flag_next;
        end
    end
    always @(*) begin
        rx_next_state = rx_state;
        clk_div_next = clk_div_reg;
        rx_data_next = rx_data_reg;
        index_bit_next = index_bit_reg;
        transmission_flag_next = transmission_flag;
        case (rx_state)
            RX_IDLE: begin
                clk_div_next = 0;
                index_bit_next = 0;
                if (~RX) begin
                    rx_next_state = RX_START;
                end
            end 
            RX_START: begin
                if (clk_div_reg == half_clk_divide) begin
                    if (~RX) begin
                        clk_div_next = 0;
                        rx_next_state = RX_DATA;
                    end else begin
                        rx_next_state = RX_IDLE;
                    end
                end else begin
                    clk_div_next = clk_div_reg + 1'b1;
                    rx_next_state = RX_START;
                end
            end
            RX_DATA: begin
                if (clk_div_reg < clk_divide-1) begin
                    clk_div_next = clk_div_reg + 1'b1;
                    rx_next_state = RX_DATA;
                end else begin
                    clk_div_next = 0;
                    rx_data_next[index_bit_reg] = RX;
                    if (index_bit_reg < 7) begin
                        index_bit_next = index_bit_reg + 1'b1;
                        rx_next_state = RX_DATA;
                    end else begin
                        index_bit_next = 0;
                        rx_next_state = RX_STOP;
                    end
                end
            end
            RX_STOP: begin
                if (clk_div_reg < clk_divide-1) begin
                    clk_div_next = clk_div_reg + 1'b1;
                    rx_next_state = RX_STOP;
                end else begin
                    clk_div_next = 0;
                    transmission_flag_next = 1;
                    rx_next_state = RX_DONE;
                end
            end
            RX_DONE: begin
                transmission_flag_next = 0;
                rx_next_state = RX_IDLE;
            end
            default: rx_next_state = RX_IDLE;
        endcase
    end
    assign RX_DATA_OUT = rx_data_reg;
    assign RX_CHECK = transmission_flag;
endmodule
==> impl_metrics.py <==
# Metrics from the implementation run
metrics = {
    "routing": {
        "drt_pre_antenna_iters": 4,
        "route.detailed.drc": 0,
        "avgViaCountPerCell": 4.463,
        "diodes": 0,
        "antenna_left": 0,
        "detail_route.wl_per_cell_um": 11.63,
        "finalWirelength_um": 3117,
        "overall_via_count_from_detail_route": 1196,
        "dr.first_iter.drc_count": 78,
    },
    "floorplanning": {
        "design.portCount": 12,
        "coreArea_sq_um": 8134,
        "initCoreUtil": 0.1729,
        "floorplan.die.height_um": 111,
        "floorplan.die_area_sq_um": 12320,
        "floorplan.rows": 33,
        "die_w_um": 111,
    },
    "setup_path": {
        "slowest_delay_ps": 630,
        "cp_data_arrival_time_ps": 2220,
        "worst-r2r-setup-slack_ps": 1310,
        "peak_fanout_along_the_critical_path": 11,
        "setup.worst_path.start": "clk_div_reg[0]",
        "cp_data_required_time_ps": 3520,
        "reg2reg_from": "clk_div_reg[0]",
        "worst_setup_path_end_kind": "flop",
        "critical-path-slowest-cell": "o22ai_1",
        "endpoint": "clk_div_reg[4]",
        "r2r-end": "clk_div_reg[4]",
        "worst-setup-path-type": "flop to flop",
        "r2r.worst_path.cells": 7,
        "critical_path.startpoint_type": "flop",
        "crit_chain": "inv_1 -> ha_1 -> nand2b_1 -> a21oi_1 -> buf_4 -> o22ai_1 -> a211oi_1",
    },
    "timing": {
        "max_clock_freq_mhz": 477.6,
        "grt_setup_unrepaired": "false",
        "timing_hold_violations_final": 0,
        "finClkSkew_ps": 11.51,
        "finalSetupViolCount": 0,
        "fin_hold_ws_ps": 466.4,
        "fin_setup_tns_ps": 0,
        "worst-slew-pin-transition_ps": 807.7,
        "maxSlewHeadroom": 0.4615,
        "period_minus_slack_ps": 2094,
        "slew_viol_final": 0,
        "period_utilisation_layout": 0.6158,
    },
    "yosys": {
        "asyncSetResetFlopFracSynth": 0,
        "ys_top_cells_by_area": "dfxtp_1 (31%), edfxtp_1 (6.4%), ha_1 (6.2%)",
        "yosysTopAreaCell": "dfxtp_1",
        "postSynthAreaPerCell_sq_um": 9.192,
        "yosysMostFrequentCell": "dfxtp_1",
        "commonest_register_cell_after_synthesis": "dfxtp_1",
        "ys_area_sq_um": 1406,
        "post_synth_most_frequent_cells": "dfxtp_1 (22), nand2_1 (13), nand3_1 (8), nor2_1 (8)",
        "edff_count_synth": 3,
        "top_area_frac": 0.3132,
        "yosys-stat-cells": 153,
        "yosys.stat.seqShare": 0.3772,
        "synthDistinctLibCells": 48,
        "ys_seq_elements": 25,
        "syn-cell-area_sq_um": 1406,
        "cell_count_after_synthesis": 153,
        "yosys_warnings": 1,
    },
    "status": {
        "outcome": "completed",
    },
    "clock_tree": {
        "clock_tree.buffer_depth": 2,
        "number_of_cts_inserted_buffers": 3,
        "holdBufCountCts": 0,
        "cts.repair.resized": 0,
        "clkSlewWorstSetupHoldPaths_ps": 100,
        "cts_root_buf": "clkbuf_8",
        "clkLatencyLatePin_ps": 270,
        "clock_sinks": 25,
        "ctsHtreeMaxLevel": 1,
        "cts_tree": "built",
        "cts.repair_timing.setup_buffer_count": 0,
    },
    "finish": {
        "post_route_cells_drive_above_1_share": 0.09202,
        "layout-area-overhead-vs-synth_pct": 19.31,
        "utilization": 0.2063,
    },
    "min_path": {
        "timing.hold.worst.class": "flop to flop",
        "min-delay-start": "rx_data_reg[0]",
    },
    "grt": {
        "grt_max_degree": 18,
        "grt_pass1_vias": 1089,
        "antenna_found_initial": 0,
        "grt_pass1_wl_um": 5326,
        "aggregate_global_route_resource_usage": 0.04900,
        "grt_overflow_total": 0,
    },
    "pwr": {
        "leakage_nw": 0.5336,
        "power_density_nw_per_um2": 321.8,
        "vdd.ir_drop.worst_mv": 0.1455,
        "finalPower_mw": 0.5400,
    },
    "place": {
        "gp_congestion": 0.8712,
        "number_of_i_o_port_buffers": 11,
        "hpwl_um": 2328,
    },
    "flow_run": {
        "tool_warnings": 30,
        "cap_viol_max_count": 0,
    },
}
worst min path at each step:
stage                 cells after the start        endpoint
after CTS                                 2  rx_data_reg[0]
after global routing                      2  rx_data_reg[4]
final                                     2  rx_data_reg[0]
logic make-up after synthesis:
family                   after synthesis  synth area share
AND/OR/NAND/NOR                       61            0.2473
AND-OR/OR-AND                         36            0.2109
flip-flops                            25            0.3772
buffers and inverters                 15           0.04448
XOR/XNOR                               7           0.04360
adder cells (fa/ha/maj)                7           0.06227
multiplexers                           2           0.01424
report_power, final:
group	total, mW	leakage [nW]	internal (mW)	switching [mW]
clock network	0.181	0.0260	0.0837	0.0976
registers	0.313	0.208	0.303	0.00977
logic	0.0460	0.300	0.0173	0.0287
cell type report:
class / count / area [sq um]
Clock buffer: 3 / 41.29
Clock inverter: 1 / 6.256
Fill cell: 866 / 6456
Inverter: 8 / 30.03
Multi-Input combinational cell: 113 / 813.3
Sequential cell: 25 / 530.5
Tap cell: 105 / 131.4
Timing Repair Buffer: 13 / 125.1
critical path, delay by kind of cell (launching register included):
family / cells / cell delay [ps]
compound gates: 3 / 860
flops: 1 / 480
fa+ha+maj: 1 / 210
buf+inv: 2 / 300
simple gates: 1 / 90
stage by stage:
step           area (sq um)  setup slack (ps)  instances
6_report               1678              1306        268
5_1_grt                1678              1189        268
4_1_cts                1678              1345        268
3_5_place_dp           1630              1071        264
3_3_place_gp           1630              1051        264
2_1_floorplan          1406              1693        153
cell usage in the layout (no fill, tap or decap), types with 2 or more instances in the layout:
master / instances
or4_4: 2
o311ai_1: 3
xor2_1: 3
o32ai_1: 2
nand4_1: 4
xnor2_1: 4
nor2b_1: 2
nand3b_1: 2
and3_1: 2
a211oi_1: 6
a32o_1: 4
inv_1: 7
nor2_1: 8
nor4_1: 3
o41ai_1: 3
ha_1: 7
nand2b_1: 2
a21oi_1: 5
nor3_1: 6
dfxtp_1: 22
buf_4: 2
clkdlybuf4s50_1: 11
nand2_1: 13
a221oi_2: 2
or2_2: 2
clkbuf_8: 3
mux2i_1: 2
nand3_1: 8
edfxtp_1: 3
metal layers:
metal | GRT usage | vias to the layer above | routed length [um]
met5 | 0 | - | 0
met4 | 0.009549 | 0 | 68
met3 | 0.009852 | 2 | 151
met2 | 0.07193 | 28 | 1358
met1 | 0.07238 | 561 | 1539
li1 | - | 605 | -
No activity file was given, so power comes from the tool's default toggle rates.

`flow/constraint.sdc`:
```
current_design top

set clk_period 3.8
set clk_io_pct 0.2

create_clock -name clk0 -period $clk_period [get_ports {FPGA_CLK}]

set non_clock_inputs [all_inputs -no_clocks]
set_input_delay [expr $clk_period * $clk_io_pct] -clock clk0 $non_clock_inputs
set_output_delay [expr $clk_period * $clk_io_pct] -clock clk0 [all_outputs]
```
`flow/config.mk`:
```
export PLATFORM = sky130hd
export DESIGN_NAME = top
export DESIGN_NICKNAME = top
export VERILOG_FILES = /design/flow/design.v
export SDC_FILE = /design/flow/constraint.sdc
export NUM_CORES = 4
export LEC_CHECK = 1
export CORE_UTILIZATION = 50
```
`flow/run.sh`:
```
#!/bin/bash
# OpenROAD 26Q1-2900-gdf79404cd8, Yosys 0.63+post, stock flow scripts
make -C /OpenROAD-flow-scripts/flow DESIGN_CONFIG=/design/flow/config.mk WORK_HOME=/design/flow/orfs finish
```
`flow/design.v`:
```
module top(
    input  wire FPGA_CLK,    
    input  wire FPGA_RST,    
    input  wire EOC,         
    input  wire EOS,         
    output wire SENSOR_CLK,  
    output wire ST,          
    output wire [5:0] LED
);
    wire [10:0] eoc_count;
    wire eoc_edge;
    wire eos_edge;
    wire eos_edge_fall;
    wire eos_flag_out;
    clk_div #(
        .DIV(8)
    ) u_clk_div (
        .FPGA_CLK(FPGA_CLK),
        .FPGA_RST(FPGA_RST),
        .SENSOR_CLK(SENSOR_CLK)
    );
    st_gene #(
        .MAX (40000),
        .MIN (0),
        .HIGH(6000)
    ) u_st_gene (
        .SENSOR_CLK(SENSOR_CLK),
        .FPGA_RST(FPGA_RST),
        .ST(ST)
    );
    eoc_edge_detect u_eoc_edge_detect (
        .FPGA_CLK(FPGA_CLK),
        .FPGA_RST(FPGA_RST),
        .EOC(EOC),
        .EOC_EDGE_FF(eoc_edge)
    );
    eos_edge_detect u_eos_edge_detect (
        .FPGA_CLK(FPGA_CLK),
        .FPGA_RST(FPGA_RST),
        .EOS(EOS), 
        .EOS_EDGE_FF(eos_edge),
        .EOS_FLAG_OUT(eos_flag_out)
    );
    eos_edge_detect_fall u_eos_edge_detect_fall (
        .FPGA_CLK(FPGA_CLK),
        .FPGA_RST(FPGA_RST),
        .EOS(EOS), 
        .EOSF_EDGE_FF(eos_edge_fall)
    );
    eoc_counter u_eoc_counter (
        .FPGA_CLK(FPGA_CLK),
        .FPGA_RST(FPGA_RST),
        .EOC_EDGE_FF(eoc_edge),
        .EOS_EDGE_FF(eos_edge),
        .EOSF_EDGE_FF(eos_edge_fall),
        .EOC_COUNT(eoc_count)
    );
    assign LED = eoc_count[5:0];  
endmodule
module clk_div #(parameter DIV = 8)
    (
        input wire FPGA_CLK,
        input wire FPGA_RST,
        output reg SENSOR_CLK 
    );
    reg [31:0] counter;
    always @(posedge FPGA_CLK) begin
        if (!FPGA_RST) begin
            counter <= 0;
            SENSOR_CLK <= 0;
        end
        else if (counter == DIV-1) begin
            counter <= 0;
            SENSOR_CLK <= ~SENSOR_CLK;
        end
        else begin
            counter <= counter + 32'b1;
        end
    end
endmodule
module st_gene #(
    parameter MAX = 40000,
    parameter MIN = 0,
    parameter HIGH = 6000
)(
    input wire SENSOR_CLK,
    input wire FPGA_RST,
    output wire ST
);
    reg [20:0] st_counter;
    localparam LOW = MAX - HIGH;
    always @(posedge SENSOR_CLK) begin
        if (!FPGA_RST) begin
            st_counter <= 0;
        end
        else if (st_counter >= MAX-1) begin
            st_counter <= 0;
        end
        else begin
            st_counter <= st_counter + 21'b1;
        end
    end
    assign ST = (st_counter >= LOW && st_counter < MAX);
endmodule
module eoc_edge_detect (
    input wire FPGA_CLK,
    input wire FPGA_RST,
    input wire EOC,
    output reg EOC_EDGE_FF
);
    reg EOC_DLY;
    wire EOC_DLY_INVERT;
    wire EOC_EDGE;
    always @(posedge FPGA_CLK) begin
        if (!FPGA_RST) begin
            EOC_DLY <= 0;
        end else begin
            EOC_DLY <= EOC;
        end
    end
    assign EOC_DLY_INVERT = ~EOC_DLY;
    assign EOC_EDGE = EOC & EOC_DLY_INVERT;
    always @(posedge FPGA_CLK) begin
        if (!FPGA_RST) begin
            EOC_EDGE_FF <= 0;
        end else begin
            EOC_EDGE_FF <= EOC_EDGE;
        end
    end
endmodule
module eos_edge_detect (
    input wire FPGA_CLK,
    input wire FPGA_RST,
    input wire EOS,
    output reg EOS_EDGE_FF,
    output reg EOS_FLAG_OUT
);
    reg EOS_DLY;
    reg eos_flag;
    wire EOS_DLY_INVERT;
    wire EOS_EDGE;
    always @(posedge FPGA_CLK) begin
        if (!FPGA_RST) begin
            EOS_DLY <= 0;
        end else begin
            EOS_DLY <= EOS;
        end
    end
    assign EOS_DLY_INVERT = ~EOS_DLY;
    assign EOS_EDGE = EOS & EOS_DLY_INVERT;
    always @(posedge FPGA_CLK) begin
        if (!FPGA_RST) begin
            EOS_EDGE_FF <= 0;
            eos_flag <= 1'b0;
        end else begin
            EOS_EDGE_FF <= EOS_EDGE;
            eos_flag <= 1'b1;
        end
    end
    assign EOS_FLAG_OUT = eos_flag;
endmodule
module eos_edge_detect_fall (
    input wire FPGA_CLK,
    input wire FPGA_RST,
    input wire EOS,
    output reg EOSF_EDGE_FF
);
    reg EOSF_DLY;
    wire EOSF_EDGE;
    always @(posedge FPGA_CLK) begin
        if (!FPGA_RST) begin
            EOSF_DLY <= 0;
        end else begin
            EOSF_DLY <= EOS;
        end
    end
    assign EOSF_EDGE = ~EOS & EOSF_DLY;  
    always @(posedge FPGA_CLK) begin
        if (!FPGA_RST) begin
            EOSF_EDGE_FF <= 0;
        end else begin
            EOSF_EDGE_FF <= EOSF_EDGE;
        end
    end
endmodule
module eoc_counter (
    input wire FPGA_CLK,
    input wire FPGA_RST,
    input wire EOC_EDGE_FF,
    input wire EOS_EDGE_FF, 
    input wire EOSF_EDGE_FF,
    output reg [10:0] EOC_COUNT
);
    reg [10:0] count_reg;
    reg counting;
    always @(posedge FPGA_CLK) begin
        if (!FPGA_RST) begin
            count_reg <= 0;
            counting <= 1'b0;
        end
        else if (EOSF_EDGE_FF) begin
            count_reg <= 0;
            counting <= 1'b1;
        end 
        else if (EOS_EDGE_FF) begin
            counting <= 1'b0;
        end
        else if (EOC_EDGE_FF && counting) begin
            count_reg <= count_reg + 1'b1;
        end
    end
    assign EOC_COUNT = count_reg;
endmodule
```
==> results.py <==
# Metrics from the implementation run
metrics = {
    "run_status": {
        "status": "complete, no violations",
    },
    "pwr": {
        "p_comb_share_pct": 3.1,
        "power_frac_clock_pct": 34.6,
        "p_seq_share_pct": 62.3,
        "peakVddDrop_mv": 0.159,
        "p_int_uw": 610,
        "switching_share_pct": 21.4,
        "cellPowerDensity_nw_per_um2": 243,
        "power.leakage_uw": 0.00106,
        "p_switching_uw": 166,
    },
    "synth": {
        "numSynthFlops": 66,
        "mux_share_pct": 0.677,
        "synthAoiAreaFrac_pct": 8.21,
        "topCellsByArea": "dfxtp_1 (45%), nor4_1 (5.1%), xnor2_1 (4.7%)",
        "synthArstFlopShare_pct": 0,
        "ys_seq_share_pct": 44.7,
        "adder_share_pct": 1.27,
        "top_area_cell": "dfxtp_1",
        "ys_sh_xor_pct": 9.48,
        "simple_gate_share_pct": 32.4,
        "yosys-stat-area_um2": 2960,
        "yosys_cells": 343,
        "syn_area_um2": 2960,
        "top_logic_kind": "simple AND/OR/NAND/NOR gates",
        "ff_type": "dfxtp_1",
        "synth-edff-count": 0,
        "top_cell_area_share_pct": 44.7,
        "yosys_warnings": 8,
        "syn_inst": 343,
        "yosys.cell_types.count": 39,
        "synth.avg_cell_area_um2": 8.62,
    },
    "die": {
        "dieWidth_um": 78.9,
        "fp.dieH_um": 78.9,
        "fp_util_pct": 52.7,
        "coreArea_um2": 5610,
        "rows": 27,
        "chipArea_um2": 6220,
        "io_pins": 12,
    },
    "route": {
        "n_antenna_cell": 0,
        "first_pass_iters": 4,
        "via_per_inst": 5.60,
        "num_vias": 2354,
        "wl_per_cell_um": 13.1,
        "wl_um": 5490,
        "drt-initial-drc-count": 83,
        "drc": 0,
        "drtAntennaViolNets": 0,
    },
    "worst_setup_path": {
        "critical_path.cell_chain": "clkdlybuf4s50_1",
        "crit_arrival_ns": 1.60,
        "r2r_end": "u_clk_div.counter[23]",
        "cp-start-kind": "register",
        "worst_path_max_delay_cell": "dfxtp_1",
        "crit_buf_inv": 1,
        "critPathLaunch": "u_clk_div.SENSOR_CLK",
        "critPathCaptureType": "output pin",
        "r2r_cells": 4,
        "path_delay_family": "flip-flops",
        "critPathKind": "reg2out",
        "r2r_start": "u_clk_div.counter[7]",
        "reg2reg_slack_ns": 1.66,
        "critical-path-max-stage-delay_ns": 0.73,
        "cp.required_ns": 3.04,
        "critPathMaxFanout": 24,
    },
    "sta": {
        "finalSetupViolCount": 0,
        "relSlewSlack_pct": 57.1,
        "unclocked_regs": 21,
        "rsz0062_at_grt": "no",
        "clock_skew_ns": 0.0132,
        "period_needed_ns": 2.36,
        "worst_slack_ns": 1.44,
        "worst_pin_slew_ns": 0.643,
        "unconstrained_endpoints": 17,
        "hold_violations": 0,
        "slew_viol_final": 0,
        "hold_ws_ns": 0.391,
        "fin_crit_sh_pct": 62.1,
        "fmax_ghz": 0.424,
        "tns_ns": 0,
    },
    "final_layout": {
        "largest_register_ffs": 32,
        "fillCellCount": 520,
        "finalNonFillerCells": 420,
        "final_cell_mix": "dfxtp_1 (66), nor2_1 (29), nand3_1 (25), nor4_1 (24), nand2_1 (23)",
        "lay_top_count": "dfxtp_1",
        "area_delta_synth_final_pct": 7.91,
        "layout-drive-gt1-share_pct": 4.60,
        "flop_area_um2": 1320,
        "mi_logic_area_um2": 1560,
    },
    "clock_tree": {
        "root_buffer": "clkbuf_8",
        "holdBufCountCts": 0,
        "post_cts_resized": 0,
        "cts_setup_buffers": 0,
        "cts_buffers": 5,
        "path_clk_slew_ns": 0.08,
        "clock_latency_ns": 0.29,
        "cts_tree": "done",
        "htreeDepth": 2,
        "clock_path_buffers": 2,
    },
    "grt": {
        "track_usage_pct": 19.1,
        "grt_pass1_wl_um": 9450,
        "grt_max_degree": 32,
        "antenna_found_initial": 0,
        "grt.overflow.total": 0,
        "grt_pass1_vias": 2142,
    },
    "worst_hold_path": {
        "hold_start": "u_eoc_edge_detect.EOC_DLY",
        "whs_path_depth": 1,
        "holdPathEnd": "u_eoc_edge_detect.EOC_EDGE_FF",
        "min_path_type": "reg2reg",
    },
    "place": {
        "preCtsSetupSlack_ns": 1.68,
        "io_buffers": 11,
        "dp_cells": 414,
        "hpwl_um": 3860,
        "place_congestion": 0.851,
    },
    "job": {
        "tool_warnings": 26,
        "max-cap-violations": 0,
    },
}
==> logic make-up (layout without fill, tap and decap cells) <==
| group | count (synthesis) | after routing |
|---|---|---|
| flops | 66 | 66 |
| buf+inv | 23 | 24 |
| compound gates | 40 | 40 |
| simple gates | 176 | 176 |
| fa+ha+maj | 3 | 3 |
| xor+xnor | 32 | 32 |
| other cells | 1 | 5 |
| mux | 2 | 2 |
==> synthesized netlist by cell type (7+ instances only) <==
library cell  number
xor2_1            16
a21oi_1           15
nand2_1           23
nor4_1            24
dfxtp_1           66
or4_1              8
clkbuf_1          13
and3_1            10
o21ai_0           11
nor2_1            29
xnor2_1           16
or3_1              7
nor3_1            16
o31ai_1            8
nand4_1           17
nand3_1           25
==> power groups by stage <==
stage	Sequential [uW]	Combinational (uW)	Clock, uW
global route	485	27.6	298
finish	484	24.3	268
CTS	484	25.0	282
==> layer usage <==
metal	wire, um	part of all wire (%)	vias up	track usage, %
met3	152	2.8	6	2.45
met4	74	1.3	0	3.45
met2	2550	46	27	32.1
met1	2720	49	1073	27.4
li1	-	-	1248	-
met5	0	0	-	0
==> metrics by stage <==
stage	total power (uW)	util (%)	area, um^2
after floorplan	511	-	2970
after global placement	519	55.6	3120
after detailed placement	520	55.6	3120
after CTS	790	56.9	3190
after global routing	811	56.9	3190
final	777	56.9	3190
==> worst max-delay path by stage <==
stage | end | depth (start not counted)
after CTS | SENSOR_CLK | 1
after global routing | SENSOR_CLK | 1
final | SENSOR_CLK | 1
==> final cells by class <==
type | instances | share of cell area, %
flip-flops and latches | 66 | 41.4
clock buffers | 5 | 2.16
repair buffers | 13 | 3.92
multi-input cells | 258 | 48.9
well taps | 72 | 2.82
clock inverters | 1 | 0.157
inverters | 5 | 0.588
No activity file was given, so power comes from the tool's default toggle rates.
